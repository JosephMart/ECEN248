### ./design.v
`timescale 1ns / 1ps
module block_carry_lookahead_unit(G_star, P_star, C, G, P, C0);
  output wire G_star, P_star;
  output wire [3:1] C;  
  input wire [3:0] G, P;
  input wire C0;  
  assign #2 G_star = G[3] | (P[3] & G[2]) | (P[3] & P[2] & G[1])
    | (P[3] & P[2] & P[1] & G[0]);
  assign #2 P_star = P[3] & P[2] & P[1] & P[0];
  assign #2 C[3] = G[2] | (P[2] & G[1]) | (P[2] & P[1] & G[0])
    | (P[2] & P[1] & P[0] & C0);
  assign #2 C[2] = G[1] | (P[1] & G[0]) | (P[1] & P[0] & C0);
  assign #2 C[1] = G[0] | (P[0] & C0);
endmodule
`timescale 1ns / 1ps
module carry_lookahead_16bit(Cout, S, X, Y, Cin);
  output wire Cout;  
  output wire [15:0] S;  
  input wire [15:0] X, Y;  
  input wire Cin;
  wire [16:0] C;  
  wire [15:0] P, G;  
  wire [3:0] P_star, G_star;  
  assign C[0] = Cin;
  generate_propagate_unit gpu (G, P, X, Y);
  block_carry_lookahead_unit BLCAU0(
    .G_star (G_star[0]),
    .P_star (P_star[0]),
    .C (C[3:1]),
    .G (G[3:0]),
    .P (P[3:0]),
    .C0 (C[0])
    );
  block_carry_lookahead_unit BLCAU1(
    .G_star (G_star[1]),
    .P_star (P_star[1]),
    .C (C[7:5]),
    .G (G[7:4]),
    .P (P[7:4]),
    .C0 (C[4])
    );
  block_carry_lookahead_unit BLCAU2(
    .G_star (G_star[2]),
    .P_star (P_star[2]),
    .C (C[11:9]),
    .G (G[11:8]),
    .P (P[11:8]),
    .C0 (C[8])
    );
  block_carry_lookahead_unit BLCAU3(
    .G_star (G_star[3]),
    .P_star (P_star[3]),
    .C (C[15:13]),
    .G (G[15:12]),
    .P (P[15:12]),
    .C0 (C[12])
    );
  carry_lookahead_unit CLAU(
    .C ({C[16], C[12], C[8], C[4]}),
    .G (G_star),
    .P (P_star),
    .C0 (C[0])
    );
  summation_unit su(S,P,C[15:0]);
  assign Cout = C[16];
endmodule
`timescale 1ns / 1ps
module carry_lookahead_unit(C, G, P, C0);
  output wire [4:1] C;  
  input wire [3:0] G, P;  
  input wire C0;  
  assign C[1] = G[0] | (P[0] & C0);
  assign C[2] = G[1] | (P[1] & G[0]) | (P[1] & P[0] & C0);
  assign C[3] = G[2] | (P[2] & G[1]) | (P[2] & P[1] & G[0])
	 | (P[2] & P[1] & P[0] & C0);
  assign C[4] = G[3] | (P[3] & G[2]) | (P[3] & P[2] & G[1])
	 | (P[3] & P[2] & P[1] & G[0]) | (P[3] & P[2] & P[1]
	 & P[0] & C0);
endmodule
`timescale 1ns / 1ps
module generate_propagate_unit(G, P, X, Y);
  output wire [3:0] G, P;
  input wire [3:0] X, Y;
  assign G = X & Y;
  assign P = X ^ Y;
endmodule
`timescale 1ns / 1ps
module summation_unit(S, P, C);
  output wire [3:0] S;  
  input wire [3:0] P, C;
  assign S = P ^ C;
endmodule
### ./run.sh
#!/bin/bash
# OpenROAD 26Q1-2900-gdf79404cd8, Yosys 0.63+post, stock flow scripts
make -C /OpenROAD-flow-scripts/flow DESIGN_CONFIG=/design/flow/config.mk WORK_HOME=/design/flow/orfs finish
### ./config.mk
export PLATFORM = sky130hd
export DESIGN_NAME = carry_lookahead_16bit
export DESIGN_NICKNAME = carry_lookahead_16bit
export VERILOG_FILES = /design/flow/design.v
export SDC_FILE = /design/flow/constraint.sdc
export NUM_CORES = 4
export LEC_CHECK = 1
export CORE_AREA = 10 10 70 70
export DIE_AREA = 0 0 80 80
### ./constraint.sdc
current_design carry_lookahead_16bit

set clk_period 4.2
set clk_io_pct 0.2

create_clock -name clk0 -period $clk_period

set non_clock_inputs [all_inputs -no_clocks]
set_input_delay [expr $clk_period * $clk_io_pct] -clock clk0 $non_clock_inputs
set_output_delay [expr $clk_period * $clk_io_pct] -clock clk0 [all_outputs]
==> deck_impl_summary.md <==
Synthesis and Place & Route Summary

Final timing
  – Max-slew violation count: 0
  – F_max: a little under 0.3 GHz
  – Final WS setup: between 0.8 and 0.9 ns
  – RSZ-0062 raised after global routing: false
  – Final Cycle Share: just over 80%
  – Setup TNS Final: 0 ns
  – Final setup viols: 0
  – Min Tclk post-route: around 3.4 ns
  – Final Hold Viols: 0

Clock network
  – Postcts setup bufs: 0
  – CTS resizes: 0
  – Hold buffers post-CTS: 0

Layout
  – Sequential cells: 0
  – Clk_buf instances: 0
  – Flop area: 0 µm²
  – Layout area overhead: 54.0%
  – Fillers: 409
  – Layout cells sized above 1: between 4 and 5%
  – Most frequent cells in the layout: 13 x conb_1, 13 x clkdlybuf4s50_1, 4 x inv_1, 4 x xnor2_1, 3 x ha_1

Worst setup path
  – Worst EP required: between 3 and 4 ns
  – Critical path class: input port to output pin
  – CP bufs+invs: 2
  – Critical Path, Cell by Cell: clkdlybuf4s50_1, ha_1, a21o_1, a21oi_2, xnor2_1, clkdlybuf4s50_1
  – Worst path slowest cell: clkdlybuf4s50_1
  – Crit start category: input port
  – Arrival time worst endpoint: about 2.5 ns
  – Crit. End Element: output pin
  – Levels on crit path: 6
  – CP max stage delay: roughly 0.48 ns
  – Maximum net fanout on the critical path: 2
  – Delay-heaviest family, CP: buffers and inverters
  – Critical Path Most Common Cell: clkdlybuf4s50_1

Detailed routing
  – Post-DRT Antenna Nets: 0
  – Detailed Route Iter0 Violations: 2
  – Via count: approximately 190
  – Avg WL per Cell: 7.16 µm
  – Router iterations before antenna repair: 2
  – Inserted Diodes: 0
  – DRC viols: 0
  – Via density: 2.09
  – Routed wire length: 637 µm

Floorplan
  – Die H: ~80 µm
  – Core area: 3420 µm²
  – Row count: 21
  – Fp_density: 7.33%
  – Die X: around 80 µm
  – Die area: between 6000 and 7000 µm²
  – I/O pins: about 50

Logic synthesis
  – Yosys adder share: between 20% and 30%
  – Yosys simple share: 0%
  – Dominant comb cell: buffers and inverters
  – Synth Instances: 31
  – Post-synthesis compound-gate area fraction: roughly 16%
  – Ys cells: 31
  – Xor/xnor share: approximately 14%
  – Post-synth mux share: 0%
  – Mapped Area: 250 µm²
  – Yosys warns: 7
  – Yosys stat chip area: ~250 µm²
  – Distinct lib cells used: 11
  – Mean Syn Cell Area: between 8 and 9 µm²
  – Sequential-to-total area share from yosys stat: 0%

Pwr
  – Leakage: about 0.00017 µW
  – PwrDens: between 100 and 150 nW/µm²
  – VDD IR max: 0.0000128 V

Hold path
  – Hold depth: 4
  – Worst min-delay path class: input port to output pin

Placement
  – RePlAce Congestion: around 0.64
  – Pre-CTS WS: 0.805 ns
  – DP HPWL: between 600 and 700 µm
  – Number of port buffers: 13

Global routing
  – Largest net degree at the start of global routing: 4
  – Initial antenna violation count: 0
  – Gr ovfl total: 0
  – GRT Resource Usage Total: 1.80%
  – Vias in the first global route: about 230
  – Global-route wire length before repair: around 960 µm

Outcome
  – Status: finished, final reports clean

Flow run
  – Number of OpenROAD warnings: ~56
  – MaxCap Viol Count: 0
[routing by layer]
metal / up-vias / routed length [µm] / share of wire, % / track usage (%)
met5: - / 0 / 0 / 0
met4: 0 / 0 / 0 / 0
met3: 0 / 45 / 7.1 / 0.227
met2: 13 / 333 / 52 / 3.69
met1: 78 / 258 / 41 / 1.98
li1: 95 / - / - / -
[where the power goes]
part | switching [µW] | internal [µW] | total, µW
combinational | 12.6 | 29.0 | 41.6
clock | 0 | 0 | 0
sequential | 0 | 0 | 0
[per-stage QoR]
stage          utilization (%)  hold slack (ns)  cells  instance area, µm²  power, µW
6_report                  11.3             2.76     89                 385       41.6
4_1_cts                   11.3             2.79     89                 385       43.8
2_1_floorplan                -             1.83     43                 295       24.4
3_3_place_gp              11.3             2.78     89                 385       43.6
3_5_place_dp              11.3             2.78     89                 385       43.6
5_1_grt                   11.3             2.82     89                 385       47.7
[cell families after synthesis]
kind of cell	Yosys count
xor+xnor	4
compound gates	5
buf+inv	17
fa+ha+maj	4
other cells	1
[cell usage after synthesis]
| master | n | share of area (%) |
|---|---|---|
| o21bai_1 | 1 | 3.0 |
| a21oi_2 | 1 | 3.5 |
| inv_1 | 4 | 6.0 |
| buf_4 | 13 | 39 |
| xnor2_1 | 4 | 14 |
| ha_1 | 3 | 15 |
| o21ai_1 | 1 | 2.0 |
| fa_1 | 1 | 8.0 |
| a21o_1 | 1 | 3.0 |
| a211oi_2 | 1 | 5.0 |
| conb_1 | 1 | 1.5 |
[worst min-delay path, delay by kind of cell]
kind / cells / cell delay (ns)
xor+xnor: 2 / 0.20
buf+inv: 2 / 0.88
[worst paths after layout]
kind	start	end	slack, ns
worst max-delay path	X[0]	S[2]	0.82
worst min-delay path	X[3]	S[3]	2.76
[area by class of cell]
cell class                 instances  area (µm²)  area share (%)
tap                               46        57.6            14.9
multi-input combinational         26         183            47.4
inverter                           4        15.0            3.90
timing repair buffer              13         130            33.8
Power and IR drop assume default switching activity.
